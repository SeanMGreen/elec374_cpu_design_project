--- flow/design.v ---
module mux32_to_1 (output [31:0] mux_out,
                   input [31:0]  data_31, data_30, data_29, data_28, data_27, data_26, data_25, data_24, data_23, data_22, data_21, data_20, data_19, data_18, data_17, data_16, data_15, data_14, data_13, data_12, data_11, data_10, data_9, data_8, data_7, data_6, data_5, data_4, data_3, data_2, data_1, data_0,
						 input [4:0]   select,
						 input         enable
						 );
reg [31:0] mux_int;
assign mux_out = mux_int;
always@ (enable) begin
case(select)
  5'b00000 : mux_int = data_0;
  5'b00001 : mux_int = data_1;
  5'b00010 : mux_int = data_2;
  5'b00011 : mux_int = data_3; 
  5'b00100 : mux_int = data_4;
  5'b00101 : mux_int = data_5;
  5'b00110 : mux_int = data_6;
  5'b00111 : mux_int = data_7;
  5'b01000 : mux_int = data_8;
  5'b01001 : mux_int = data_9;
  5'b01010 : mux_int = data_10;
  5'b01011 : mux_int = data_11;
  5'b01100 : mux_int = data_12;
  5'b01101 : mux_int = data_13;
  5'b01110 : mux_int = data_14;
  5'b01111 : mux_int = data_15;
  5'b10000 : mux_int = data_16;
  5'b10001 : mux_int = data_17;
  5'b10010 : mux_int = data_18;
  5'b10011 : mux_int = data_19;
  5'b10100 : mux_int = data_20;
  5'b10101 : mux_int = data_21;
  5'b10110 : mux_int = data_22;
  5'b10111 : mux_int = data_23;
  5'b11000 : mux_int = data_24;
  5'b11001 : mux_int = data_25;
  5'b11010 : mux_int = data_26; 
  5'b11011 : mux_int = data_27;
  5'b11100 : mux_int = data_28;
  5'b11101 : mux_int = data_29;
  5'b11110 : mux_int = data_30;
  5'b11111 : mux_int = data_31;
  default  : mux_int = 32'h00000000;
endcase
end
endmodule 
--- flow/run.sh ---
#!/bin/bash
# OpenROAD 26Q1-2900-gdf79404cd8, Yosys 0.63+post, stock flow scripts
make -C /OpenROAD-flow-scripts/flow DESIGN_CONFIG=/design/flow/config.mk WORK_HOME=/design/flow/orfs finish
--- flow/config.mk ---
export PLATFORM = sky130hd
export DESIGN_NAME = mux32_to_1
export DESIGN_NICKNAME = mux32_to_1
export VERILOG_FILES = /design/flow/design.v
export SDC_FILE = /design/flow/constraint.sdc
export NUM_CORES = 4
export LEC_CHECK = 1
export CORE_AREA = 10 10 409 409
export DIE_AREA = 0 0 419 419
--- flow/constraint.sdc ---
current_design mux32_to_1

set clk_period 11.6
set clk_io_pct 0.2

create_clock -name clk0 -period $clk_period

set non_clock_inputs [all_inputs -no_clocks]
set_input_delay [expr $clk_period * $clk_io_pct] -clock clk0 $non_clock_inputs
set_output_delay [expr $clk_period * $clk_io_pct] -clock clk0 [all_outputs]
==> deck_impl_summary.md <==
Flow Results at a Glance

Min path
  – Worst hold start: data_0[8]
  – Worst hold path class: primary input to output port
  – WHS Endpoint: mux_out[8]
  – Hold Crit Depth: 3

Placement
  – Port Buffers: 1061
  – Placer congestion estimate: 0.978
  – Placed inst area: 21100 sq um
  – Post-DP HPWL: 175000 um

Power and ir drop
  – Lkg Pwr: 7.11 nW
  – Worst vdd ir: 0.00917 mV
  – Power per Cell Area: 35.4 nW/um^2
  – Power, Total: 0.755 mW

Critical path
  – CP max stage cell: clkdlybuf4s50_1
  – CP Max Fanout: 58
  – Critical path arrival: 6760 ps
  – Req. time, crit path: 9280 ps
  – Critical Path Sink Type: output port
  – Bufs and invs on worst path: 5
  – Top Family by Delay on Critical Path: buffers and inverters
  – Slowest cell delay on critical path: 700 ps
  – Setup CP Type: primary input to output port
  – Nature of the critical path startpoint: primary input
  – CP dominant cell by count: buf_4
  – Worst path cell trace: buf_2 -> buf_4 -> and2_4 -> buf_4 -> and2_2 -> buf_4 -> a22oi_1 -> nand3_1 -> o32a_1 -> clkdlybuf4s50_1

Clock tree
  – Postcts setup bufs: 0
  – Cts hold-fix bufs: 0
  – Post_cts resized: 0

STA
  – # setup viols final: 0
  – Max Fclk: 110 MHz
  – Final TNS setup: 0 ps
  – Hold slack final: 5620 ps
  – Post-layout min period: 9080 ps
  – Worst-Margin Slew: 1020 ps
  – Final Max Tran Viols: 0
  – Fin. Hold Viols: 0
  – RSZ-0062 raised after global routing: no
  – Cycle use final: 78.3%
  – Relative slew slack: 30.1%

Routing
  – Iteration tally of the first detailed-router pass: 7
  – DRT Wirelength: 196000 um
  – Drt via density: 4.21
  – Via Count: 18815
  – Iter 0 DRT Violations: 2050
  – WL/cell: 44.0 um
  – Antenna-violating nets left: 0
  – DR DRC count: 0

Cells and area
  – Final instance area: 21300 sq um
  – CLK BUF: 0
  – Registers: 0
  – Fill count: 18213
  – P&R area growth vs syn: 168%
  – Fin util: 13.5%
  – Share of layout cells above drive strength 1: 5.15%
  – Reg area: 0 sq um

Run
  – Max-cap viol count: 0
  – Log Warnings: 33

Die
  – Initial Util: 5.03%
  – Row count: 146
  – # IOs: 1062
  – Die Ht: 419 um
  – Die ar.: 176000 sq um
  – Die X: 419 um
  – Placeable Area: 158000 sq um

Synthesis
  – Cells after Synth: 1354
  – Post-synth seq share: 0%
  – Top cells, area: nand3_1, nand4_1, and3_1
  – Top cells by count, synth: nand3_1, nand4_1, clkbuf_1
  – Area reported by Yosys stat: 7960 sq um
  – Cell variety after synth: 36
  – Cell accounting for the most synthesized area: nand3_1
  – Most frequent cell after synthesis: nand3_1
  – Yosys simple share: 61.2%
  – Syn Area/Cell: 5.88 sq um
  – Cells in synth_stat.txt: 1354
  – Top-area cell share: 33.6%
  – Post-synth mux share: 1.70%
  – Warnings, synthesis: 1
  – Mapped cell area: 7960 sq um
  – Adder Area Share: 0%
  – Logic family by area: simple AND/OR/NAND/NOR gates
  – Aoi share: 26.2%
  – Xor/xnor share: 0%

Global route
  – Pin count of the biggest net entering global routing: 91
  – Total track usage: 21.4%
  – Total congestion overflow: 0
  – Number of global-route vias before repair: 17902
  – Initial antenna violation count: 292
  – First-pass GRT wire length: 235000 um

Outcome
  – Status: complete, no violations
==> cells by family (layout without fill, tap and decap cells) <==
logic type | count (synthesis) | count (layout)
muxes | 12 | 12
AOI/OAI and AO/OA | 260 | 260
buffers and inverters | 202 | 1141
other | 0 | 102
and+or+nand+nor | 880 | 880
==> worst min-delay path: stages <==
cell and delay, ps:
clkdlybuf4s50_1 390, o32a_1 160, clkdlybuf4s50_1 420
==> metal layers <==
layer  vias up  GRT usage [%]  share of wire [%]
met5         -              0               0.53
met4       166           9.43                5.5
met2      1496           36.3                 48
li1       7573              -                  -
met3       540           8.67                 11
met1      9040           23.5                 35
==> placed cells by master (no fill, tap or decap), types with 2 or more instances in the layout <==
cell type        Yosys  layout
clkdlybuf4s50_1      0    1059
nand3_1            535     535
nand4_1            153     153
and3_1             122     121
diode_2              0     102
a22oi_1             83      83
buf_4                2      71
a32oi_1             70      70
or4_1               32      32
o32a_1              31      31
a2111oi_0           32      21
o21ai_0             27      19
mux2_2              12      12
and2_2               0       9
a2111oi_1            0       9
o21ai_1              0       8
buf_12               0       8
a21oi_1              5       5
nor2_1               6       4
a32o_1               4       4
o211ai_1             4       4
and3b_4              0       3
nor3b_2              0       2
nand2_1              3       2
nor2b_4              0       2
and2_1              10       2
a31oi_1              2       2
nor3_2               0       2
nor4_1               2       2
a2111oi_2            0       2
buf_2               39       2
==> cell type report <==
cell class                 instances  area [sq um]  area share, %
antenna                          102           255           1.20
tap                             2072          2590           12.1
inverter                           1          3.75         0.0176
multi-input combinational       1152          7190           33.7
timing repair buffer            1140         11300           53.0
==> per-stage QoR <==
step | std cells | worst slack, ps
final | 4467 | 2520
after floorplan | 1354 | 5330
after global routing | 4427 | 2420
after global placement | 4365 | 2480
after CTS | 4365 | 2500
after detailed placement | 4365 | 2510
==> where the power goes <==
part | switching (mW) | internal (mW)
Combinational | 0.343 | 0.411
Clock | 0 | 0.00000109
Sequential | 0 | 0
==> worst max path at each step <==
stage	startpoint	to	slack, ps	depth (start not counted)
CTS	select[4]	mux_out[2]	2500	10
global route	select[4]	mux_out[2]	2420	10
finish	select[4]	mux_out[2]	2520	10
Power and IR drop assume default switching activity.
