**design/flow/run.sh**
```bash
#!/bin/bash
# OpenROAD 26Q1-2900-gdf79404cd8, Yosys 0.63+post, stock flow scripts
make -C /OpenROAD-flow-scripts/flow DESIGN_CONFIG=/design/flow/config.mk WORK_HOME=/design/flow/orfs finish
```
**design/flow/config.mk**
```make
export PLATFORM = sky130hd
export DESIGN_NAME = neg_32_bit
export DESIGN_NICKNAME = neg_32_bit
export VERILOG_FILES = /design/flow/design.v
export SDC_FILE = /design/flow/constraint.sdc
export NUM_CORES = 4
export LEC_CHECK = 1
export CORE_AREA = 10 10 84 84
export DIE_AREA = 0 0 94 94
```
**design/flow/constraint.sdc**
```tcl
current_design neg_32_bit

set clk_period 11.0
set clk_io_pct 0.2

create_clock -name clk0 -period $clk_period

set non_clock_inputs [all_inputs -no_clocks]
set_input_delay [expr $clk_period * $clk_io_pct] -clock clk0 $non_clock_inputs
set_output_delay [expr $clk_period * $clk_io_pct] -clock clk0 [all_outputs]
```
**design/flow/design.v**
```verilog
`timescale 1ns/10ps
module neg_32_bit(a_out, a_in);
	input [31:0] a_in;
	integer i, carry;
	reg [1:0] temp [31:0];
	output [31:0] a_out;
	reg [31:0] a_out;
	initial begin
		for (i = 0; i < 32; i = i + 1) begin
			if (a_in[i] == 0)temp[i] = 1;else temp[i] = 0;
			if (i == 0) begin
				temp[i] = temp[i] + 1;
				if (temp[i] != 1) begin
					temp[i] = 0;
					carry = 1;
				end
			end else begin 
				if (carry == 1 && temp[i] == 1) begin
					temp[i] = 0;
				end else begin
					carry = 0;
				end
			end
			a_out[i] = temp [i];
		end
	end
endmodule
```
==> qor.csv <==
stage,metric,value,unit
placement,RD Place Congestion,0.792,
grt,vias in the first global route,1186,
worst_setup_path,worst endpoint data arrival time,4.54,ns
grt,first-pass GRT wire length,5600,um
worst_setup_path,Critical Path RT,8.80,ns
die,die width,94,um
yosys,"top cells by count, synth","buf_4 (32), dlxtn_1 (32), nor2_1 (15), a31oi_1 (13), nor4_1 (13)",
worst_setup_path,CP Class,primary input to output port,
yosys,cell taking the most area after synthesis,dlxtn_1,
final_layout,layout cells sized above 1,3.65,%
final_layout,Filler Cell Count,548,
die,Rows,26,
drt,ant diodes,0,
drt,total number of vias,1185,
die,# IOs,64,
worst_setup_path,endpoint type of the worst setup path,output port,
grt,largest net degree at the start of global routing,31,
grt,total gr overflow,0,
die,die height,94,um
die,Core Box Area,0.00520,mm2
yosys,Most common reg cell,dlxtn_1,
worst_hold_path,HP Class,primary input to output port,
die,Die Size,0.00884,mm2
final_timing,Max Freq,0.148,GHz
clock_network,Post-CTS Hold Buffers,0,
yosys,cells after synthesis,158,
clock_network,postcts setup bufs,0,
final_timing,"Slew Viols, Final",0,
yosys,"area share, top type",38.1,%
placement,DP Wirelength,2970,um
yosys,Async SR Flop Fraction,0,%
die,Floorplan Utilization,24.3,%
yosys,post-synth area from yosys stat,0.00126,mm2
final_layout,Post-Layout Inst Area,0.00187,mm2
yosys,Post-synth EDFFs,0,
final_timing,RSZ-0062 raised after global routing,false,
power,PD cells,20.8,mW/mm2
drt,WL/cell,12.0,um
run,max cap viols,0,
final_layout,Area Overhead vs Synth,48.5,%
outcome,status,"complete, no violations",
final_timing,Setup-failing EPs final,0,
drt,DRC viols,0,
worst_setup_path,crit-path max FO,8,
grt,GRT Total Usage,7.55,%
final_timing,Rel. slew slack,44.1,%
final_layout,max FFs per register,32,
drt,TritonRoute pass-1 iters,4,
grt,initial antenna violation count,0,
placement,"worst slack, placed",4.24,ns
placement,buffers added on ports,64,
final_timing,Final min period,6.74,ns
placement,DP Area,0.00187,mm2
yosys,distinct cell type count after synthesis,26,
yosys,biggest area cells,"dlxtn_1 (38%), buf_4 (19%), a31oi_1 (6.4%)",
final_timing,Fin. Hold Viols,0,
final_timing,fin crit share,61.2,%
clock_network,CTS resizes,0,
final_timing,final worst setup slack,4.26,ns
drt,routed wire length,3480,um
drt,Final ANT Viol Nets,0,
yosys,Mapped Avg Cell Area,7.99,um2
final_timing,TNS Setup,0,ns
power,Lkg Pwr,0.753,nW
yosys,Post-Synthesis Cell Area,0.00126,mm2
power,peak supply drop,0.00995,mV
yosys,Synth Warn #,1028,
yosys,ys cells,158,
final_timing,Worst Hold Slack,5.31,ns
drt,via/cell ratio,4.10,
final_timing,Slew @ Worst Pin,0.832,ns
run,tally of OpenROAD warnings,32,
final_timing,number of unconstrained endpoints,1,
worst_setup_path,CP startpoint kind,primary input,
final_timing,count of unclocked register or latch pins,32,
final_layout,Final Util,36.0,%
yosys,ys flops,32,
drt,First DRT Iteration DRCs,54,
## where the power goes
part	internal, W	switching (W)	total [W]	leakage, nW
registers	0.00000151	0	0.00000151	0.259
logic	0.0000238	0.0000137	0.0000374	0.494
clock network	0	0	0	0
## worst paths after layout
kind / cells after the start / startpoint / end / slack (ns)
hold / removal: 3 / a_in[29] / a_out[29] / 5.31
setup / recovery: 6 / a_in[7] / a_out[28] / 4.26
## cells in the final DEF, fill, tap and decap left out, drive strengths merged, types with 7 or more instances in the layout
cell type      count
a21oi              9
a31oi             13
a41oi              7
clkdlybuf4s50     64
conb              31
dlxtn             32
nor2              15
nor3               9
nor4              15
## layer usage
metal	track usage, %	vias up	part of all wire [%]
met5	0	-	0
li1	-	644	-
met4	0	0	0
met2	12.2	37	43
met1	10.0	504	47
met3	2.83	0	9.9
## layout make-up
cell class | instances | area (um2) | area share [%]
Multi-Input combinational cell | 115 | 624 | 33.3
Tap cell | 70 | 87.6 | 4.67
Sequential cell | 32 | 480 | 25.6
Inverter | 5 | 18.8 | 1.00
Timing Repair Buffer | 67 | 663 | 35.4
## metrics by stage
step / instances / total power, W
after global routing: 289 / 0.0000432
after CTS: 289 / 0.0000399
after global placement: 289 / 0.0000396
after detailed placement: 289 / 0.0000397
final: 289 / 0.0000389
after floorplan: 188 / 0.0000179
## kinds of logic after synthesis
kind of cell,count (synthesis),share of synthesized area [%]
buf+inv,41,21.7
compound gates,32,16.6
simple gates,52,23.4
other cells,1,0.297
latches,32,38.1
## worst max-delay path, stage by stage
cell	delay, ns
clkdlybuf4s50_1	0.46
nor3_1	0.32
nand3_1	0.32
nor4_1	0.62
a31oi_1	0.17
clkdlybuf4s50_1	0.44
Power figures rest on the tool's default switching activity, not on a simulated workload.
