**design/flow/config.mk**
```make
export PLATFORM = sky130hd
export DESIGN_NAME = subtractor
export DESIGN_NICKNAME = subtractor
export VERILOG_FILES = /design/flow/design.v
export SDC_FILE = /design/flow/constraint.sdc
export NUM_CORES = 4
export LEC_CHECK = 1
export CORE_AREA = 10 10 97 97
export DIE_AREA = 0 0 107 107
```
**design/flow/constraint.sdc**
```tcl
current_design subtractor

set clk_period 25.0
set clk_io_pct 0.2

create_clock -name clk0 -period $clk_period

set non_clock_inputs [all_inputs -no_clocks]
set_input_delay [expr $clk_period * $clk_io_pct] -clock clk0 $non_clock_inputs
set_output_delay [expr $clk_period * $clk_io_pct] -clock clk0 [all_outputs]
```
**design/flow/design.v**
```verilog
module full_adder(c_out, s, a, b, c_in);
	output s;
	output c_out;
	input a;
	input b;
	input c_in;
	assign s = a ^ b ^ c_in;
	assign c_out = ((a ^ b) & c_in)|(a & b);
endmodule 
module rca_4_bit(output c_out, output[3:0] sum, input [3:0] a, b, input c_in);	 
	wire c_in2, c_in3, c_in4; 
	full_adder M1(c_in2, sum[0], a[0], b[0], c_in);
	full_adder M2(c_in3, sum[1], a[1], b[1], c_in2);
	full_adder M3(c_in4, sum[2], a[2], b[2], c_in3);
	full_adder M4(c_out, sum[3], a[3], b[3], c_in4);
endmodule
module rca_16_bit(output c_out, output[15:0] sum, input [15:0] a, b, input c_in);  
	wire c_in4, c_in8, c_in12;
	rca_4_bit M1(c_in4, sum[3:0], a[3:0], b[3:0], c_in);
	rca_4_bit M2(c_in8, sum[7:4], a[7:4], b[7:4], c_in4);
	rca_4_bit M3(c_in12, sum[11:8], a[11:8], b[11:8], c_in8);
	rca_4_bit M4(c_out, sum[15:12], a[15:12], b[15:12], c_in12);
endmodule
module rca_32_bit(c_out, sum, a, b, c_in);  
	output wire c_out;
	output wire [31:0] sum;
	input wire [31:0] a;
	input wire [31:0] b;
	input wire c_in;
	wire c_in16;
	rca_16_bit M1(c_in16, sum[15:0], a[15:0], b[15:0], c_in);
	rca_16_bit M2(c_out, sum[31:16], a[31:16], b[31:16], c_in16);
endmodule 
module subtractor (bo_out, d, a, b, bo_in);
	output [31:0] d;
	output bo_out;
	input [31:0] a;
	input [31:0] b;
	input bo_in;
	reg [31:0] b_inv;
	wire [31:0] b_new;
	assign b_new = b_inv;
	integer i;
	always@(a or b or bo_in)begin
		for(i=0; i<32; i=i+1)begin
			b_inv[i] = ~b[i];
		end
	end
	rca_32_bit sub(.c_out(bo_out), .sum(d), .a(a), .b(b_new), .c_in(bo_in));
endmodule 
```
**design/flow/run.sh**
```bash
#!/bin/bash
# OpenROAD 26Q1-2900-gdf79404cd8, Yosys 0.63+post, stock flow scripts
make -C /OpenROAD-flow-scripts/flow DESIGN_CONFIG=/design/flow/config.mk WORK_HOME=/design/flow/orfs finish
```
==> impl_metrics.tcl <==
# yosys + openroad results
set metrics [dict create \
    drt_wl_total_um 3080 \
    gp_congestion 0.794 \
    place_hpwl_um 3150 \
    yosys_area_um2 1120 \
    fmax_mhz 42.4 \
    wl_met3_um 701 \
    ant_nets 0 \
    yosys_cells 129 \
    die_area_um2 11400 \
    whs_ps 11030 \
    report.final.slew_viol_count 0 \
    startpoint_type "input pin" \
    crit_family "adder cells" \
    critPathMostFrequentCell "fa_1" \
    cp_max_fo 1 \
    p_sw_frac 0.293 \
    routed.top_layer "met3" \
    post-route-period-util 0.943 \
    grt_max_degree 2 \
    power.internal_uw 33.0 \
    via_per_inst 2.99 \
    tightest_slew_ps 120 \
    die_h_um 107 \
    setup_violations 0 \
    antenna_found_initial 0 \
    drtPass1Iterations 1 \
    drc 0 \
    ys_types 3 \
    gr-total-overflow 0 \
    hold_viol 0 \
    instances_no_fill 294 \
    grt_pass1_wl_um 5000 \
    rsz0062_at_grt "false" \
    slowest_stage "clkdlybuf4s50_1" \
    p_total_uw 46.7 \
    antenna_cells 0 \
    power_leakage_nw 0.963 \
    vias 879 \
    cp_num_buf_inv 4 \
    ios 98 \
    hp-class "input pin to output pin" \
    endpoint_kind "output pin" \
    clockBufferCount 0 \
    ff_count 0 \
    outcome "completed" \
    wl_met2_um 996 \
    max-cap-violations 0 \
    core_area_um2 7290 \
    ir_worst_vdd_mv 0.00778 \
    path_class "input pin to output pin" \
    slowest_delay_ps 450 \
    crit_required_ps 20000 \
    place_inst 294 \
    die_w_um 107 \
    netSwitchingPower_uw 13.7 \
    post-route-min-period_ps 23580 \
    fp_util 0.154 \
    relSlewSlack 0.920 \
    ctsResizeCount 0 \
    postSynthSeqShare 0 \
    syn_area_per_cell_um2 8.72 \
    power_frac_comb 1.000 \
    cts_hold_buf 0 \
    core.rowCount 31 \
    grt_pass1_vias 966 \
    critPathArrivalTime_ps 18580 \
    grt_usage 0.0544 \
    wl_met1_um 1380 \
    fill_cells 801 \
    wire_per_inst_um 10.5 \
    synth_area_um2 1120 \
    seqPwrFrac 0 \
    portBuffers 98 \
    synthCells 129 \
    power_density_nw_per_um2 23.5 \
    regArea_um2 0 \
    tool_warnings 32 \
    syn_to_final_growth_pct 76.9 \
    utilization 0.273 \
    layout-drive-gt1-share 0 \
    p_clk_frac 0 \
    drt_iter0_drc 0 \
    yosysWarnings 1 \
    cts_setup_buffers 0 \
    finalSetupTns_ps 0 \
]
worst min-delay path, cell delays in order:
cell             delay [ps]
clkdlybuf4s50_1         400
inv_1                    60
fa_1                    150
inv_1                    30
clkdlybuf4s50_1         400
layout make-up:
class / instances / area (um2) / share of cell area
inverter: 65 / 244 / 0.123
multi-input combinational: 32 / 641 / 0.322
tap: 99 / 124 / 0.0623
timing repair buffer: 98 / 981 / 0.493
layer usage:
| layer | vias to the layer above | global-route usage |
|---|---|---|
| met5 | - | 0 |
| met2 | 87 | 0.0716 |
| met1 | 370 | 0.0721 |
| met4 | 0 | 0 |
| met3 | 0 | 0.0443 |
| li1 | 422 | - |
power by group through the flow:
stage	sequential, mW	combinational, mW	clock [mW]
4_1_cts	0	0.0484	0
5_1_grt	0	0.0536	0
6_report	0	0.0467	0
metrics by stage:
stage | setup WS, ps | cell area (um2)
4_1_cts | 1320 | 1990
5_1_grt | 972 | 1990
6_report | 1420 | 1990
3_3_place_gp | 1370 | 1990
3_5_place_dp | 1340 | 1990
2_1_floorplan | 2590 | 1120
path summary, 6_finish.rpt:
check	startpoint	end	depth (start not counted)
min	bo_in	d[0]	5
max	a[0]	d[31]	36
cell usage after synthesis:
| cell type | n | area, um2 |
|---|---|---|
| inv_1 | 65 | 244 |
| fa_1 | 32 | 641 |
| buf_4 | 32 | 240 |
cell usage in the layout, fill, tap and decap left out:
master and count:
clkdlybuf4s50_1 98, inv_1 65, fa_1 32
cells by family after synthesis:
| kind of cell | count (synthesis) | share of synthesized area |
|---|---|---|
| adder cells (fa/ha/maj) | 32 | 0.570 |
| buffers and inverters | 97 | 0.430 |
No activity file was given, so power comes from the tool's default toggle rates.
